### run.sh
#!/bin/bash
# OpenROAD 26Q1-2900-gdf79404cd8, Yosys 0.63+post, stock flow scripts
make -C /OpenROAD-flow-scripts/flow DESIGN_CONFIG=/design/flow/config.mk WORK_HOME=/design/flow/orfs finish
### config.mk
export PLATFORM = sky130hd
export DESIGN_NAME = slave_load
export DESIGN_NICKNAME = slave_load
export VERILOG_FILES = /design/flow/design.v
export SDC_FILE = /design/flow/constraint.sdc
export NUM_CORES = 4
export LEC_CHECK = 1
export CORE_AREA = 10 10 70 70
export DIE_AREA = 0 0 80 80
### constraint.sdc
current_design slave_load

set clk_period 2.0
set clk_io_pct 0.2

create_clock -name clk0 -period $clk_period

set non_clock_inputs [all_inputs -no_clocks]
set_input_delay [expr $clk_period * $clk_io_pct] -clock clk0 $non_clock_inputs
set_output_delay [expr $clk_period * $clk_io_pct] -clock clk0 [all_outputs]
### design.v
`timescale 1ns / 1ps
module slave_load( 
    input [2:0]hsize,
    input is_signed,
    input [31:0] ramdata,
    output [31:0]load_out
);
reg [31:0]pad_val;
reg temp;
always@(*)
begin
    if(is_signed)
    begin
        case(hsize)
            3'b000: pad_val= {{24{ramdata[7]}}, ramdata[7:0]};
            3'b001: pad_val= {{16{ramdata[15]}}, ramdata[15:0]};
            default: pad_val=ramdata[31:0];
        endcase
    end
    else 
    begin
    case(hsize)
            3'b000: pad_val= {{24'b0}, ramdata[7:0]};
            3'b001: pad_val= {{16'b0}, ramdata[15:0]};
            default: pad_val=ramdata[31:0];
        endcase
    end
end
assign load_out=pad_val;
endmodule
==> CHANGELOG.md <==
### Changed

* Initial DRC Count at 15
* Final setup vio count at 0
* Area after DPL at 863.3 um2
* Mapped cell area at 344.1 um2
* Die Wd at 80 um
* Leak at 0.4948 nW
* Boundary Pins at slightly below 70
* Fillcell total at 375
* Max_cap viols at 0
* Critical Path, Cell by Cell: clkdlybuf4s15_2 > mux2_4 > and3_4 > buf_6 > a21o_1 > dlygate4sd2_1
* Final hold vios at 0
* Chip area in the Yosys report at ~340 um2
* Slew @ Worst Pin at 0.2126 ns
* Syn Inst Count at 52
* Layout Utilization at ~26%
* Fraction of layout cells with a size suffix above 1 at roughly a third
* Via count at 565
* Die y size at 80 um
* Die ar. at 0.006400 mm2
* Post-synth top cells: 17 x a21o_1, 8 x buf_4, 7 x nand2_1, 7 x o21ai_0, 3 x clkbuf_1
* FP Core Util at between 10% and 20%
* Number of clock buffers in the layout at 0
* Comb area leader: AND-OR/OR-AND gates
* Drt pass-1 iters at 2
* Post-Syn Area per Cell at 6.617 um2
* Finished Cell Area at 884.6 um2
* Max Freq at 514.2 MHz
* Placed Cells at 142
* And+or+nand+nor area frac at 14.18%
* Tmin final at 1.945 ns
* Vias in the first global route at 600
* Yosys Warn Count at 1
* Max-slew violations at 0
* Drt drc at 0
* CP Data Required Time at 1.60 ns
* Area fraction in xor and xnor cells at 0%
* Adder Area Share at 0%
* Status: finished, final reports clean
* OpenROAD warning count at 32
* Mux cell area share at approximately 4.4%
* Site Rows at 21
* Hold path start: ramdata[1]
* Post-DR vias/cell at 3.717
* Crit. End Element: output pin
* Initial antenna violation count at 0
* Leading area contributor after synthesis: a21o_1
* Cts hold-fix bufs at 0
* Worst slew margin relative to its limit at 85.82%
* Core area at 0.003416 mm2
* GRT Overall Usage at 6.049%
* Most numerous cell in the Yosys netlist: a21o_1
* Congestion Overflow GR at 0
* Hold Path End: load_out[1]
* Area growth from synthesis to layout at 157.1%
* Top post-synthesis cells by area: a21o_1 37%, buf_4 17%, o21ai_0 10%, nand2_1 7.6%, buf_6 6.5%
* Largest net degree at the start of global routing at 12
* Non-Filler Instances at 152
* # diodes at 0
* Top area contributor share at 37.09%
* WL/cell at 13.39 um
* Worst Path Arrival at between 1.5 and 2 ns
* Critical path type: primary input to output pin
* IR drop worst, VDD at 0.03959 mV
* Hold Path Depth at 0
* Synth unique cells at 14
* Register area at 0 um2
* Final WL at 2036 um
* Startpoint types: primary input
* Remaining antenna violation count at 0
* Cycle use final at 97.23%
* Worst path max stage delay at 0.26 ns
* Fin Hold WS at 0.8000 ns
* Aoi share at 48.73%
* Worst min path class: primary input to output pin
* CP Max Fanout at 5
* RSZ-0062 raised after global routing: false
* Post-synth seq share at 0%
* Gpl congestion at 0.7964
* Slowest-stage cell, CP: mux2_4
* Gate Area at approximately 250 um2
* First-pass GRT wire length at 3194 um
* DP Wirelength at around 1500 um
* Num sequential at 0
* PortBufs at 54
* PD cells at 187.5 mW/mm2
* # Cells Yosys at 52
metrics by stage:
step / TNS, ns / worst slack [ns] / power, mW
after floorplan: 0 / 0.2744 / 0.05121
after global placement: -11.22 / -0.5313 / 0.1796
after detailed placement: -11.51 / -0.5412 / 0.1802
after CTS: 0 / 0.001300 / 0.1700
after global routing: 0 / 0.008361 / 0.1832
final: 0 / 0.05530 / 0.1658
cell type report:
type / count / share of cell area (%)
repair buffers: 67 / 65.06
inverters: 1 / 0.4243
well taps: 46 / 6.506
multi-input cells: 38 / 28.01
cell usage in the layout, fill, tap and decap left out, drive strengths merged:
cell type,instances
clkdlybuf4s50,31
buf,26
a21o,17
o21ai,8
nand2,7
dlygate4sd2,6
clkbuf,2
or2,2
clkdlybuf4s15,2
mux2,1
nor2,1
and3,1
inv,1
nand4,1
worst max path at each step:
| stage | to | cells past startpoint | slack, ns | startpoint |
|---|---|---|---|---|
| after CTS | load_out[9] | 5 | 0.001 | hsize[1] |
| after global routing | load_out[19] | 6 | 0.008 | ramdata[7] |
| final | load_out[18] | 6 | 0.06 | ramdata[7] |
where the power goes:
group	leakage (nW)	internal, mW	switching [mW]
Clock	0	0	0
Combinational	0.495	0.120	0.0454
Sequential	0	0	0
cell families after synthesis:
group	after synthesis
buffers and inverters	15
and+or+nand+nor	11
muxes	1
AOI/OAI and AO/OA	25
repair_timing:
| action | 4_1_cts | 5_1_grt |
|---|---|---|
| setup endpoints to repair | 24 | 7 |
| pin swaps | 4 | 2 |
| resized | 64 | 5 |
| gates cloned | 2 | 0 |
| buffers inserted | 8 | 0 |
worst max-delay path: cells and delay by family:
family,cells,cell delay (ns)
multiplexers,1,0.26
AND/OR/NAND/NOR,1,0.20
buffers and inverters,3,0.54
AND-OR/OR-AND,1,0.14
per-layer routing:
metal | wire length, um | vias to the layer above | global-route usage (%)
li1 | - | 280 | -
met1 | 924 | 251 | 8.438
met2 | 878 | 32 | 9.390
met3 | 221 | 2 | 1.705
met4 | 12 | 0 | 0.3521
met5 | 0 | - | 0
Power and IR drop assume default switching activity.
