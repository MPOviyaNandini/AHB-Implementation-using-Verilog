--- ./design.v ---
`timescale 1ns / 1ps
module slave_store(
   input  [2:0]  hsize,
    input  [31:0] read_data,
    input  [31:0] wr_data_ram,
    output reg [31:0] store_data
    );
always @(*) begin
        case (hsize)
            3'b000: store_data = {read_data[31:8],  wr_data_ram[7:0]};     
            3'b001: store_data = {read_data[31:16], wr_data_ram[15:0]};    
            3'b010: store_data = wr_data_ram;                              
            default: store_data = wr_data_ram;
        endcase
end
endmodule
--- ./run.sh ---
#!/bin/bash
# OpenROAD 26Q1-2900-gdf79404cd8, Yosys 0.63+post, stock flow scripts
make -C /OpenROAD-flow-scripts/flow DESIGN_CONFIG=/design/flow/config.mk WORK_HOME=/design/flow/orfs finish
--- ./config.mk ---
export PLATFORM = sky130hd
export DESIGN_NAME = slave_store
export DESIGN_NICKNAME = slave_store
export VERILOG_FILES = /design/flow/design.v
export SDC_FILE = /design/flow/constraint.sdc
export NUM_CORES = 4
export LEC_CHECK = 1
export CORE_AREA = 10 10 70 70
export DIE_AREA = 0 0 80 80
--- ./constraint.sdc ---
current_design slave_store

set clk_period 3.7
set clk_io_pct 0.2

create_clock -name clk0 -period $clk_period

set non_clock_inputs [all_inputs -no_clocks]
set_input_delay [expr $clk_period * $clk_io_pct] -clock clk0 $non_clock_inputs
set_output_delay [expr $clk_period * $clk_io_pct] -clock clk0 [all_outputs]
==> changes_impl.md <==
### Implementation results

* Syn Std Cell Area at 369 µm²
* Seq. cell area at 0 µm²
* Commonest non-fill, non-tap cell in the layout: clkdlybuf4s50_1
* Fmax at 308 MHz
* Area Growth Syn to Fin at 200%
* Leak at 0.389 nW
* Internal at 0.0963 mW
* Worst vdd ir at 0.0000334 V
* Clock Power Share at 0%
* Initial antenna violation count at 0
* Status: completed
* Drt pass-1 iters at 1
* Sw frac at 19.6%
* Routed WL at 2480 µm
* CP max-delay cell: clkdlybuf4s50_1
* # hold bufs at CTS at 0
* Fraction of layout cells with a size suffix above 1 at 25.7%
* Sw Pwr at 0.0234 mW
* Most numerous logic cells after layout: clkdlybuf4s50_1 (75), mux2_2 (24), nor2_4 (1), nor3_4 (1)
* Yosys Chip Area at 369 µm²
* Xor and xnor area share after synthesis at 0%
* Min-delay worst type: in -> out
* Seq pwr share at 0%
* Critical setup path kind: in -> out
* Setup TNS at 0 ps
* Yosys cell count at 35
* Via/cell ratio at 3.83
* Die height at 80 µm
* Final Critical Period at 3250 ps
* CP Data Arrival Time at 2510 ps
* Simple share at 7.46%
* Drt wl/cell at 16.9 µm
* Slowest stage delay, CP at 510 ps
* Setup WS pre-CTS at 430 ps
* First-pass GRT wire length at 3560 µm
* Largest net degree at the start of global routing at 17
* Via count at 563
* Aoi share at 0%
* Critical path required time at 2960 ps
* Flip-flops at 0
* Drt drc at 0
* Die footprint at 6400 µm²
* Post-synth top area cell: mux2_2
* Die Span X at 80 µm
* Sequential element share of the synthesized area at 0%
* PwrDens at 108 nW/µm²
* Initial DRC Count at 0
* Tool warnings at 40
* Fp util at 10.8%
* WHS at 1480 ps
* Most frequent cell on the critical path: clkdlybuf4s50_1
* Number of setup buffers added after CTS at 0
* Core region area at 3420 µm²
* Placed cell count at 147
* Final core occ at 32.4%
* Syn Area/Cell at 10.5 µm²
* Number of fill cells at 361
* Comb pwr share at 100.0%
* Worst Hold End: store_data[0]
* Slew @ Worst Pin at 458 ps
* Number of global-route vias before repair at 688
* Remaining antenna violation count at 0
* Total gr overflow at 0
* Io pins at 99
* Rel. slew slack at 69.4%
* Cell Chain, Critical Path: clkdlybuf4s50_1 -> nor2_4 -> mux2_2 -> clkdlybuf4s50_1
* MUX share of area at 73.2%
* Max-cap violations at 0
* Post_cts resized at 0
* Unique cell type count in the Yosys netlist at 5
* Final worst slack at 452 ps
* Setup-failing EPs final at 0
* Hold wc startpoint: wr_data_ram[0]
* IO buf count at 75
* Diode count at 0
* CP endpoint kind: output port
* Crit start category: input port
* Critical path fanouts, max at 16
* Max-slew violations at 0
* RSZ-0062 raised after global routing: no
* Total track usage at 7.25%
* Cell area leaders: mux2_2 (73%), buf_4 (16%), nor3_4 (4.4%), buf_6 (3.1%), nor2_4 (3.1%)
* Fa+ha+maj area frac at 0%
* Comb area leader: multiplexers
* Fin cells at 147
* Final Hold Vio Count at 0
* Final period util at 87.8%
* Syn Inst Count at 35
* Synth Warn # at 1
* # rows at 21
* DP HPWL at 2310 µm
* Hold Path Stages at 0
* Clk_buf instances at 0
* Routability cong. at 0.842
* Top cell area share at 73.2%
-- critical path: cells and delay by family --
| kind | cells | cell delay (ps) |
|---|---|---|
| muxes | 1 | 390 |
| and+or+nand+nor | 1 | 430 |
| buffers and inverters | 2 | 940 |
-- power by group through the flow --
stage | Clock [mW] | Combinational, mW | Sequential [mW]
5_1_grt | 0 | 0.129 | 0
6_report | 0 | 0.120 | 0
4_1_cts | 0 | 0.122 | 0
-- synthesized netlist by cell type --
master  number
buf_4        8
mux2_2      24
nor2_4       1
buf_6        1
nor3_4       1
-- metrics by stage --
stage                     area (µm²)  power [mW]
after floorplan                  369      0.0282
after global placement          1110       0.121
after detailed placement        1110       0.122
after CTS                       1110       0.122
after global routing            1110       0.129
final                           1110       0.120
-- area by class of cell --
class              instances  area, µm²  area share (%)
multi-input cells         26        298            26.9
well taps                 46       57.6            5.20
repair buffers            75        751            67.9
-- worst max path at each step --
stage                 slack [ps]      from              to
after CTS                    430  hsize[1]  store_data[31]
final                        450  hsize[1]  store_data[16]
after global routing         380  hsize[1]  store_data[17]
-- per-layer routing --
metal	vias to the layer above	share of wire, %	GRT usage (%)
li1	255	-	-
met1	231	35	6.46
met2	75	38	12.0
met3	2	27	7.39
met4	0	0.16	0.176
met5	-	0	0
-- cells by family (layout without fill, tap and decap cells) --
| logic type | count (synthesis) | count (layout) |
|---|---|---|
| buf+inv | 9 | 75 |
| mux | 24 | 24 |
| simple gates | 2 | 2 |
Power figures rest on the tool's default switching activity, not on a simulated workload.
